$ cat flow/design.v
`timescale 1ns / 1ps
module rom(
    input   wire[5:0]   addr,
    input   wire        ce,
    output  reg[31:0]   inst
    );
    reg[31:0]   rom[63:0];
    initial begin
    rom[0]=      32'h00000000;
    rom[1]=      32'h01010101;
    rom[2]=      32'h02020202;
    rom[3]=      32'h03030303;
    rom[4]=      32'h04040404;
    rom[5]=      32'h05050505;
    rom[6]=      32'h06060606;
    rom[7]=      32'h07070707;
    rom[8]=      32'h08080808;
    rom[9]=      32'h09090909;
    rom[10]=     32'h10101010;
    rom[11]=     32'h11111111;
    end
    always @ (*)
    begin
        if (ce == 1'b0)
        begin
            inst <= 32'h012345;
        end
        else
        begin
            inst <= rom[addr];
        end
    end
endmodule
$ cat flow/run.sh
#!/bin/bash
# OpenROAD 26Q1-2900-gdf79404cd8, Yosys 0.63+post, stock flow scripts
make -C /OpenROAD-flow-scripts/flow DESIGN_CONFIG=/design/flow/config.mk WORK_HOME=/design/flow/orfs finish
$ cat flow/config.mk
export PLATFORM = sky130hd
export DESIGN_NAME = rom
export DESIGN_NICKNAME = rom
export VERILOG_FILES = /design/flow/design.v
export SDC_FILE = /design/flow/constraint.sdc
export NUM_CORES = 4
export LEC_CHECK = 1
export CORE_AREA = 10 10 70 70
export DIE_AREA = 0 0 80 80
$ cat flow/constraint.sdc
current_design rom

set clk_period 1.0
set clk_io_pct 0.2

create_clock -name clk0 -period $clk_period

set non_clock_inputs [all_inputs -no_clocks]
set_input_delay [expr $clk_period * $clk_io_pct] -clock clk0 $non_clock_inputs
set_output_delay [expr $clk_period * $clk_io_pct] -clock clk0 [all_outputs]
==> impl_table.tex <==
% Table of physical implementation metrics
\begin{tabular}{lr}
\hline
Metric & Value \\
\hline
\multicolumn{2}{l}{\textbf{Timing}} \\
\quad Unrepaired setup endpoints after global routing & false \\
\quad Final min period & roughly 0.96 ns \\
\quad Max Fclk & between 1000 and 1500 MHz \\
\quad Final tally of hold violations & 0 \\
\quad Pins over their slew limit & 0 \\
\quad Period utilization & 0.958 \\
\quad Final number of setup-violating endpoints & 0 \\
\quad Fin worst setup slack & 0.0425 ns \\
\multicolumn{2}{l}{\textbf{Placed design}} \\
\quad Cell area after placement & around 450 µm² \\
\quad Cell total after placement & 97 \\
\quad Final RePlAce weighted congestion & 0.721 \\
\quad Worst setup slack after placement & -0.852 ns \\
\quad \# port buffers & 27 \\
\quad HPWL after detailed placement & around 840 µm \\
\multicolumn{2}{l}{\textbf{Setup path}} \\
\quad CP startpoint kind & primary input \\
\quad Endpoint required time on the critical path & 0.80 ns \\
\quad Start-to-end type of the worst setup path & in2out \\
\quad Slowest Stage Delay on Critical Path & between 0.2 and 0.25 ns \\
\quad Highest net fanout along the worst path & 2 \\
\quad Critical-path top delay cell & sky130\_fd\_sc\_hd\_\_dlygate4sd2\_1 \\
\quad CP Data Arrival Time & 0.76 ns \\
\quad Sequence of cells on the critical path & clkdlybuf4s15\_2 -> nand2b\_4 -> dlygate4sd2\_1 \\
\quad CP Capture Type & output pin \\
\multicolumn{2}{l}{\textbf{Drt}} \\
\quad DRC marker count from the first detailed-route iteration & 0 \\
\quad Antenna-violating nets left & 0 \\
\quad Vias post-DR & 238 \\
\quad Routed len/inst & 9.74 µm \\
\quad Routed Wire Length & a little under 1 mm \\
\quad Final routed DRC violation total & 0 \\
\quad Via count normalized by instance count & 2.40 \\
\quad Initial DRT Pass Iterations & 1 \\
\quad Count of inserted antenna diode cells & 0 \\
\multicolumn{2}{l}{\textbf{Synthesis}} \\
\quad Most common cell in the synthesized netlist & sky130\_fd\_sc\_hd\_\_buf\_4 \\
\quad Synth Cell Area & 236 µm² \\
\quad Count of mapped cells out of synthesis & 35 \\
\quad Largest cells by area after synthesis & sky130\_fd\_sc\_hd\_\_buf\_4 (73\%), sky130\_fd\_sc\_hd\_\_and3\_2 (6.3\%), sky130\_fd\_sc\_hd\_\_nor3\_1 (4.2\%), sky130\_fd\_sc\_hd\_\_o21ai\_0 (4.2\%), sky130\_fd\_sc\_hd\_\_and2\_2 (3.2\%) \\
\quad Top post-synthesis cells by count & sky130\_fd\_sc\_hd\_\_buf\_4 (23), sky130\_fd\_sc\_hd\_\_and3\_2 (2), sky130\_fd\_sc\_hd\_\_inv\_1 (2), sky130\_fd\_sc\_hd\_\_nor3\_1 (2), sky130\_fd\_sc\_hd\_\_o21ai\_0 (2) \\
\quad Area reported by Yosys stat & 236 µm² \\
\quad Fraction of the yosys area taken by sequential cells & 0 \\
\quad Area leader share & 0.730 \\
\quad Post-synthesis area per instance & 6.76 µm² \\
\quad Cells in synth\_stat.txt & 35 \\
\quad Number of synthesis warnings & 1 \\
\quad Number of distinct library cells after synthesis & 9 \\
\quad Leading area contributor after synthesis & sky130\_fd\_sc\_hd\_\_buf\_4 \\
\multicolumn{2}{l}{\textbf{Finish}} \\
\quad Seq. cell area & 0 µm² \\
\quad Number of standard cells in the final layout excluding fillers & 99 \\
\quad Area of all placed cells without fillers & 450 µm² \\
\quad Share of post-route cells with drive strength above 1 & 0.604 \\
\quad Filler cell count & 404 \\
\quad Total number of sequential cells & 0 \\
\quad Area delta synth->final & 90.5\% \\
\quad Fin util & 0.132 \\
\quad Layout clock buffer count & 0 \\
\multicolumn{2}{l}{\textbf{Power}} \\
\quad Static leakage & 0.245 nW \\
\quad Internal power & about 0.00008 W \\
\quad Net switching power figure & 0.0000445 W \\
\quad Maximum ir drop on the vdd rail & around 0.034 mV \\
\quad Portion of total power attributed to combinational logic & 1.000 \\
\quad Share of total power consumed by net switching & 0.357 \\
\quad Fraction of power consumed by the clock network & 0 \\
\quad Sum of internal, switching and leakage power & $\sim$0.00012 W \\
\quad Power per Cell Area & 277 nW/µm² \\
\quad Sequential share of power & 0 \\
\multicolumn{2}{l}{\textbf{Floorplanning}} \\
\quad Fraction of the core area occupied by cells at floorplan & 0.0692 \\
\quad Die X & 80 µm \\
\quad Die span in y & around 80 µm \\
\quad \# IOs & 39 \\
\quad Number of cell rows & 21 \\
\quad Core outline area & 3420 µm² \\
\quad Chip Footprint & between 6000 and 7000 µm² \\
\multicolumn{2}{l}{\textbf{Global route}} \\
\quad Sum of overflow across all layers after global routing & 0 \\
\quad Antenna violations before repair & 0 \\
\quad Tot GR Track Use & 0.0250 \\
\quad Global-route track usage on met3 & 0.00795 \\
\quad Met2 GRT Util & 0.0498 \\
\quad Pin count of the biggest net entering global routing & 7 \\
\quad Via count of the first global-routing pass & 266 \\
\quad Met1 Usage GRT & 0.0258 \\
\quad Global-route wire length before repair & 1.37 mm \\
\quad Busiest layer in global routing & met2 \\
\multicolumn{2}{l}{\textbf{Min path}} \\
\quad Type of the worst min-delay path & in2out \\
\multicolumn{2}{l}{\textbf{Status}} \\
\quad Result of the run & completed \\
\multicolumn{2}{l}{\textbf{Job}} \\
\quad Max cap viols & 0 \\
\quad Number of logged tool warnings & 35 \\
\multicolumn{2}{l}{\textbf{CTS}} \\
\quad Hold-fix buffer count after cts & 0 \\
\hline
\end{tabular}
==> path summary, 6_finish.rpt <==
check	startpoint	end	slack [ns]	depth (start not counted)
max	addr[0]	inst[8]	0.04	3
min	addr[3]	inst[17]	0.65	3
==> worst max-delay path: cells and delay by family <==
kind	cells	cell delay [ns]
buffers and inverters	2	0.42
AND/OR/NAND/NOR	1	0.14
==> metrics by stage <==
stage               setup TNS [ns]  hold slack [ns]
floorplan                        0            0.419
global placement            -15.69             1.34
detailed placement          -15.89             1.34
CTS                         -0.372            0.695
global route                     0            0.661
finish                           0            0.646
==> power groups by stage <==
stage | sequential, W | clock [W] | combinational (W)
finish | 0 | 0 | 0.000125
CTS | 0 | 0 | 0.000133
global route | 0 | 0 | 0.000140
==> cells in the final DEF (no fill, tap or decap), types with 2 or more instances in the layout <==
| master | netlist | routed |
|---|---|---|
| sky130_fd_sc_hd__dlygate4sd2_1 | 0 | 7 |
| sky130_fd_sc_hd__conb_1 | 1 | 10 |
| sky130_fd_sc_hd__inv_2 | 1 | 2 |
| sky130_fd_sc_hd__buf_6 | 0 | 4 |
| sky130_fd_sc_hd__and3_4 | 0 | 2 |
| sky130_fd_sc_hd__buf_2 | 0 | 14 |
| sky130_fd_sc_hd__clkdlybuf4s15_1 | 0 | 2 |
| sky130_fd_sc_hd__nor3_4 | 0 | 2 |
| sky130_fd_sc_hd__buf_8 | 0 | 2 |
| sky130_fd_sc_hd__buf_4 | 23 | 2 |
==> cells by family after synthesis <==
kind of cell,count (synthesis),synth area share
AOI/OAI and AO/OA,2,0.0423
buffers and inverters,26,0.778
other,1,0.0159
and+or+nand+nor,6,0.164
==> cell type report <==
type / instances / area (µm²) / area share
Timing Repair Buffer: 32 / 253 / 0.561
Multi-Input combinational cell: 18 / 124 / 0.275
Tap cell: 46 / 57.6 / 0.128
Inverter: 3 / 16.3 / 0.0361
==> repair_timing <==
action / 4_1_cts / 5_1_grt
endpoints found under the setup margin: 22 / 13
resized: 88 / 4
pin swaps: 3 / 3
setup buffers: 4 / 0
==> layer usage <==
metal	vias up	wire (µm)
li1	112	-
met1	109	360
met2	17	508
met3	0	95
met4	0	0
met5	-	0
Power and IR drop assume default switching activity.
